File: /design/flow/design.v
module S011HD1P_X32Y2D128_BW(
    Q, CLK, CEN, WEN, BWEN, A, D
);
parameter Bits = 128;
parameter Word_Depth = 64;
parameter Add_Width = 6;
parameter Wen_Width = 128;
output reg [Bits-1:0] Q;
input                 CLK;
input                 CEN;
input                 WEN;
input [Wen_Width-1:0] BWEN;
input [Add_Width-1:0] A;
input [Bits-1:0]      D;
wire cen  = ~CEN;
wire wen  = ~WEN;
wire [Wen_Width-1:0] bwen = ~BWEN;
reg [Bits-1:0] ram [0:Word_Depth-1];
always @(posedge CLK) begin
    if(cen && wen) begin
        ram[A] <= (D & bwen) | (ram[A] & ~bwen);
    end
    Q <= cen && !wen ? ram[A] : {4{$random}};
end
endmodule
File: /design/flow/run.sh
#!/bin/bash
# OpenROAD 26Q1-2900-gdf79404cd8, Yosys 0.63+post, stock flow scripts
make -C /OpenROAD-flow-scripts/flow DESIGN_CONFIG=/design/flow/config.mk WORK_HOME=/design/flow/orfs finish
File: /design/flow/config.mk
export PLATFORM = sky130hd
export DESIGN_NAME = S011HD1P_X32Y2D128_BW
export DESIGN_NICKNAME = S011HD1P_X32Y2D128_BW
export VERILOG_FILES = /design/flow/design.v
export SDC_FILE = /design/flow/constraint.sdc
export NUM_CORES = 4
export LEC_CHECK = 1
export CORE_UTILIZATION = 50
export SYNTH_MEMORY_MAX_BITS = 65536
File: /design/flow/constraint.sdc
current_design S011HD1P_X32Y2D128_BW

set clk_period 105.2
set clk_io_pct 0.2

create_clock -name clk0 -period $clk_period [get_ports {CLK}]

set non_clock_inputs [all_inputs -no_clocks]
set_input_delay [expr $clk_period * $clk_io_pct] -clock clk0 $non_clock_inputs
set_output_delay [expr $clk_period * $clk_io_pct] -clock clk0 [all_outputs]
==> impl_metrics.toml <==
# synthesis and place-and-route metrics
[status]
outcome = "completed"

[clocking]
cts-root-buf = "clkbuf_16"
cts.sinks = 8320
ctsLongestPathBuffers = 4
clk_latency_ps = 1190
ctsHoldBuffers = 0
cts_buffers = 832
path_clk_slew_ps = 60
h-tree-depth = 6
ctsResizeCount = 0
cts_tree = "built"
postCtsSetupBuffers = 0

[worst_setup_path]
cp-start-kind = "input port"
worstReg2RegEnd = "ram[58][77]"
critical_path_arrival_ps = 27470
path_buffers = 8
rrSetupSlack_ps = 101650
worst-path-stages = 14
crit_slowest_cell = "buf_4"
cp_common_cell = "buf_4"
r2r_cells = 7
cp_max_fo = 64
worstPathCellList = "buf_16 -> buf_4 -> buf_4 -> buf_4 -> buf_4 -> buf_4 -> buf_4 -> or3b_2 -> a21oi_1 -> a2111oi_0 -> nand4_1 -> nor4b_2 -> a21oi_4 -> buf_4"
r2r_start = "ram[16][77]"
required_ps = 106040
path_delay_family = "buffers and inverters"
cp-end-kind = "flip-flop"
critPathMaxStageDelay_ps = 690
crit_type = "in2reg"

[placement]
port_buffers = 392
place_congestion = 0.8970
post-dp-hpwl_um = 585000

[yosys]
synth.top_cell.area_share_pct = 76.21
ys_warn_count = 3
yosysCellCount = 18970
most_common_cell = "edfxtp_1"
netlist.top_cell.by_area = "edfxtp_1"
edf_count = 8192
synth_cell_type_count = 72
netlist_top_cells_count = "edfxtp_1 (8192), a22oi_1 (1232), clkbuf_1 (971)"
synthCells = 18970
ys_seq_elements = 8320
yosysSeqAreaShare_pct = 77.01
async_flop_share_pct = 0
synth_area_sq_um = 322800
topCellsByArea = "edfxtp_1 (76%), a22oi_1 (2.9%), mux2i_1 (2.6%)"
ys.flop_type = "edfxtp_1"
syn_avg_cell_area_sq_um = 17.01
ys_area_sq_um = 322800

[drt]
drtIter0Drc = 14510
routed_wl_um = 1028000
vias = 188900
ant_nets = 0
viasPerCell = 6.507
drc_errors = 0
detail_route.wl_per_cell_um = 35.41
first_pass_iters = 8

[sta]
period_used_pct = 25.31
drv_slew = 0
worst_slew_pin_slew_ps = 1207
setup_tns_ps = 0
fin_worst_skew_ps = 50.97
rsz0062_at_grt = "false"
hold_viol_final = 0
setup_viol = 0
fmax_mhz = 37.55
fin_crit_ps = 26630
holdWs_ps = 744.0
relSlewSlack_pct = 18.79

[die]
num_rows = 294
die_h_um = 805.5
die_area_sq_um = 648800
initial_core_util_pct = 50.28
die_w_um = 805.5
top_level_ports = 393
coreArea_sq_um = 641900

[finish]
areaGrowthSynthToFinish_pct = 13.85
drive_above_1_share_pct = 16.48

[worst_hold_path]
hold_depth = 4
hold_start = "ram[26][35]"
min_to = "Q[35]"
hp-class = "reg2reg"

[global_routing]
grt_overflow = 0
grt_pass1_vias = 194700
grt_max_degree = 146
track_usage_pct = 35.23
antenna_found_initial = 41
grt_pass1_wl_um = 1441000

[power]
power_density_nw_per_um2 = 19.07
leakage_nw = 115.5
ir_worst_vdd_v = 0.00001965

[job]
warnings = 71
maxCapViolations = 0
==> layer usage <==
layer / vias to the layer above / wire length, um / GRT usage (%)
met5: - / 2434 / 2.623
met4: 81 / 51770 / 13.44
met3: 2569 / 196200 / 28.49
met2: 14190 / 458400 / 47.68
met1: 92830 / 319300 / 43.85
li1: 79220 / - / -
==> stage by stage <==
step / utilization, % / setup slack [ps] / total power, W / area (sq um) / cells
2_1_floorplan: - / 76480 / 0.004039 / 322800 / 18970
3_3_place_gp: 53.19 / 77700 / 0.004226 / 341500 / 27440
3_5_place_dp: 53.19 / 77620 / 0.004231 / 341500 / 27440
4_1_cts: 57.23 / 78860 / 0.007033 / 367300 / 28970
5_1_grt: 57.23 / 78340 / 0.007187 / 367400 / 28980
6_report: 57.25 / 78570 / 0.007006 / 367500 / 29030
==> flip-flops by register name, indices dropped and copies added, names as in the netlist <==
register  count
Q           128
ram        8192
==> placed cells by master, fill, tap and decap left out, drive strengths merged, types with 386 or more instances in the layout <==
cell	Yosys	routed
edfxtp	8192	8192
a22oi	1232	1232
clkbuf	971	1134
buf	515	989
mux2i	854	854
a21oi	787	787
o22ai	668	668
nand3	455	455
nor2	443	443
nand3b	423	423
nand2	411	411
mux2	407	407
or3b	390	390
clkdlybuf4s50	0	386
==> kinds of logic (layout without fill, tap and decap cells) <==
| kind of cell | count (synthesis) | after routing | synth area share, % |
|---|---|---|---|
| mux | 1382 | 1382 | 4.914 |
| flops | 8320 | 8320 | 77.01 |
| simple gates | 3267 | 3267 | 6.289 |
| other cells | 0 | 59 | 0 |
| compound gates | 4509 | 4509 | 9.874 |
| buf+inv | 1493 | 2908 | 1.917 |
==> power breakdown <==
group	internal, W	leakage [nW]	switching, W
combinational	0.000118	28.3	0.000318
sequential	0.00373	74.6	0.00000280
clock	0.00160	12.6	0.00124
total	0.00545	115	0.00156
==> final cells by class <==
cell class                      instances  area (sq um)
Multi-Input combinational cell       9158         70370
Clock buffer                         1134         22650
Clock inverter                        392          3242
Tap cell                             8584         10740
Fill cell                           47660        274400
Antenna cell                           59         147.6
Inverter                                7         46.29
Timing Repair Buffer                 1375         11740
Sequential cell                      8320        248600
==> worst register-to-register path: cells and delay by family, from the launching register on <==
| kind | cells | cell delay (ps) |
|---|---|---|
| DFF | 1 | 350 |
| buffers and inverters | 1 | 300 |
| AOI/OAI and AO/OA | 3 | 1130 |
| and+or+nand+nor | 3 | 1380 |
==> worst max-delay path by stage <==
| stage | to | from |
|---|---|---|
| 6_report | ram[9][51] | A[2] |
| 4_1_cts | ram[11][51] | A[2] |
| 5_1_grt | ram[23][51] | A[2] |
Power and IR drop assume default switching activity.
